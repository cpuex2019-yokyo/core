File: flow/run.sh
#!/bin/bash
# OpenROAD 26Q1-2900-gdf79404cd8, Yosys 0.63+post, stock flow scripts
make -C /OpenROAD-flow-scripts/flow DESIGN_CONFIG=/design/flow/config.mk WORK_HOME=/design/flow/orfs finish
File: flow/design.v
`default_nettype none
module mul_stage1(
                  input wire [31:0]        s_in,
                  input wire [31:0]        t_in,
                  input wire               is_signed,
                  output wire              sign1,
                  output wire [15:0][63:0] array1
                  );
   wire [31:0]                             s, t;
   assign sign1 = is_signed && (s_in[31] != t_in[31]); 
   assign s = (is_signed && s_in[31]) ? ~s_in + 32'b1 : s_in;
   assign t = (is_signed && t_in[31]) ? ~t_in + 32'b1 : t_in;
   genvar                                  i;
   generate
      for (i=0; i<16; i=i+1) begin: stage1
         assign array1[i] = (t[i*2] ? {32'b0, s} : 64'b0) + (t[i*2+1] ? {31'b0, s, 1'b0} : 64'b0);
      end
   endgenerate
endmodule
module mul_stage2(
                  input wire              sign1,
                  input wire [15:0][63:0] array1,
                  output wire             sign2,
                  output wire [7:0][63:0] array2
                  );
   assign sign2 = sign1;
   genvar                                 i;
   generate
      for (i=0; i<8; i=i+1) begin: stage2
         assign array2[i] = array1[i*2] + (array1[i*2+1] << 2);
      end
   endgenerate
endmodule
module mul_stage3(
                  input wire              sign2,
                  input wire [7:0][63:0]  array2,
                  output wire             sign3,
                  output wire [3:0][63:0] array3
                  );
   assign sign3 = sign2;
   genvar                                 i;
   generate
      for (i=0; i<4; i=i+1) begin: stage3
         assign array3[i] = array2[i*2] + (array2[i*2+1] << 4);
      end
   endgenerate
endmodule
module mul_stage4(
                  input wire              sign3,
                  input wire [3:0][63:0]  array3,
                  output wire             sign4,
                  output wire [1:0][63:0] array4
                  );
   assign sign4 = sign3;
   genvar                                 i;
   generate
      for (i=0; i<2; i=i+1) begin: stage4
         assign array4[i] = array3[i*2] + (array3[i*2+1] << 8);
      end
   endgenerate
endmodule
module mul_stage5(
                  input wire             sign4,
                  input wire [1:0][63:0] array4,
                  output wire [63:0]     d_out
                  );
   wire [63:0]                           d;
   assign d = array4[0] + (array4[1] << 16);
   assign d_out = sign4 ? ~d + 64'b1 : d;
endmodule
module mul(
           input wire         clk,
           input wire         enable,
           output wire        completed,
           input wire         is_signed,
           input wire [31:0]  s,
           input wire [31:0]  t,
           output wire [63:0] d
           );
   wire [15:0][63:0]          array1_in, array1_out;
   wire [7:0][63:0]           array2_in, array2_out;
   wire [3:0][63:0]           array3_in, array3_out;
   wire [1:0][63:0]           array4_in, array4_out;
   reg [15:0][63:0]           array1_reg;
   reg [7:0][63:0]            array2_reg;
   reg [3:0][63:0]            array3_reg;
   reg [1:0][63:0]            array4_reg;
   reg [3:0]                  done;
   assign completed = done[0];
   assign array1_in = array1_reg;
   assign array2_in = array2_reg;
   assign array3_in = array3_reg;
   assign array4_in = array4_reg;
   wire                       sign1_in, sign2_in, sign3_in, sign4_in, sign1_out, sign2_out, sign3_out, sign4_out;
   reg                        sign1_reg, sign2_reg, sign3_reg, sign4_reg;
   assign sign1_in = sign1_reg;
   assign sign2_in = sign2_reg;
   assign sign3_in = sign3_reg;
   assign sign4_in = sign4_reg;
   mul_stage1 u1(s,t,is_signed,sign1_out,array1_out);
   mul_stage2 u2(sign1_in,array1_in,sign2_out,array2_out);
   mul_stage3 u3(sign2_in,array2_in,sign3_out,array3_out);
   mul_stage4 u4(sign3_in,array3_in,sign4_out,array4_out);
   mul_stage5 u5(sign4_in,array4_in,d);
   always @(posedge clk) begin
      done <= {enable, done[3:1]};
      array1_reg <= array1_out;
      array2_reg <= array2_out;
      array3_reg <= array3_out;
      array4_reg <= array4_out;
      sign1_reg <= sign1_out;
      sign2_reg <= sign2_out;
      sign3_reg <= sign3_out;
      sign4_reg <= sign4_out;
   end
endmodule
`default_nettype wire
File: flow/constraint.sdc
current_design mul

set clk_period 17.3
set clk_io_pct 0.2

create_clock -name clk0 -period $clk_period [get_ports {clk}]

set non_clock_inputs [all_inputs -no_clocks]
set_input_delay [expr $clk_period * $clk_io_pct] -clock clk0 $non_clock_inputs
set_output_delay [expr $clk_period * $clk_io_pct] -clock clk0 [all_outputs]
File: flow/config.mk
export PLATFORM = sky130hd
export DESIGN_NAME = mul
export DESIGN_NICKNAME = mul
export VERILOG_FILES = /design/flow/design.v
export SDC_FILE = /design/flow/constraint.sdc
export NUM_CORES = 4
export LEC_CHECK = 1
export CORE_UTILIZATION = 50
==> out/qor.rpt <==
RUN STATUS
------------------------------------------------------------------------------------
Result of the run                                                       complete, no violations

DETAILED ROUTING
------------------------------------------------------------------------------------
Drt total wl                                                              195,000 um
Drt initial violations                                                         3,684
Router iterations before antenna repair                                            6
Via density per instance                                                        5.57
Post-detailed-route count of antenna-violating nets                                0
Average wire per cell in the routed design                                   17.5 um
Residual DRC count                                                                 0
Total via count in the routed design                                          62,175

SYNTHESIS
------------------------------------------------------------------------------------
Synthesized area per cell                                                  8.32 um^2
Synth top area share                                                           29.7%
Total cell area reported by yosys after synthesis                        74,900 um^2
Flip-flops with a built-in enable                                                  0
Syn. warnings                                                                      1
Post-synthesis instance area                                             74,900 um^2
Post-synth top area cell                                                sky130_fd_sc_hd__dfxtp_1
Register share after synthesis                                                 29.7%
Dominant register cell in the synthesized netlist                       sky130_fd_sc_hd__dfxtp_1
Count of mapped cells out of synthesis                                         9,000
Total cells reported by yosys after synthesis                                  9,000
Top cells, area                                                         sky130_fd_sc_hd__dfxtp_1 30%, sky130_fd_sc_hd__ha_1 17%, sky130_fd_sc_hd__xnor2_1 8.7%
Library cells used by synthesis                                                   84
Proportion of synthesized flip-flops having asynchronous set or reset             0%
Register bit total from synthesis                                              1,112

PLACEMENT
------------------------------------------------------------------------------------
Port-buffer cells                                                                131
Sum of net half-perimeters after detailed placement                       155,000 um
Placer Congestion                                                              0.965

TIMING
------------------------------------------------------------------------------------
Transition at the pin with the smallest max-transition slack                0.927 ns
Layout Skew                                                                0.0333 ns
Total negative setup slack                                                      0 ns
Setup repair after global routing missed its margin                            false
Peak Freq                                                                   94.5 MHz
Number of setup violations in the final report                                     0
Relative slew slack                                                            38.1%
Time the final worst path needs with I/O delays and setup                   10.58 ns
Share of the clock period used by the worst path after layout                  61.2%
Number of failing hold endpoints at the final stage                                0
Slew Viols, Final                                                                  0

POWER
------------------------------------------------------------------------------------
Total chip power                                                             16.0 mW
Areal power density over the cells                                       192 nW/um^2
Static Leakage                                                               39.4 nW
VDD IR max                                                                  0.107 mV

CLOCK NETWORK
------------------------------------------------------------------------------------
CTS tree                                                                         yes
Insertion delay of the later-clocked pin in the worst-skew pair              0.74 ns
Quantity of gates resized following cts                                            0
Register clock-pin slew on the reported worst setup and hold paths           0.05 ns
Buffer count from post-CTS setup fixing                                            0
Number of hold buffers added after cts                                             0
Total clock buffers created by CTS                                               121
Maximum level of the CTS H-tree                                                    3
Sinks on Clock Net                                                             1,112
Number of buffers on the longest clock path                                        3
Clock root cell                                                         sky130_fd_sc_hd__clkbuf_16

LAYOUT
------------------------------------------------------------------------------------
Commonest cells after routing, fill and taps aside                      1,511 x sky130_fd_sc_hd__nor2_1, 1,111 x sky130_fd_sc_hd__dfxtp_1, 990 x sky130_fd_sc_hd__ha_1
# fillers                                                                     12,924
Area overhead of the layout relative to synthesis                              11.5%
Most common logic cell in the routed design                             sky130_fd_sc_hd__nor2_1
Sequential cell area                                                     22,300 um^2
Fraction of final layout cells with drive strength greater than 1              4.71%
Logic area                                                               51,300 um^2
Number of flip-flops in the largest register                                     544

WORST SETUP PATH
------------------------------------------------------------------------------------
Crit-path leading delay family                                          AND-OR/OR-AND gates
CP bufs+invs                                                                       4
Data arrival time of the critical path                                      11.24 ns
Type of the worst setup path                                            input port to flip-flop
Crit path DRT                                                               17.96 ns
Crit Path Max Fanout                                                              32
Type of element capturing the critical path                                flip-flop
Worst path slowest cell                                                 sky130_fd_sc_hd__or4_1
Launching element type of the critical path                               input port
Worst path max stage delay                                                   0.60 ns

DIE
------------------------------------------------------------------------------------
Effective utilization at floorplan                                             50.5%
Row count                                                                        141
Number of top-level design ports                                                 132
Width of the die                                                              389 um
Area of the placeable core                                              148,000 um^2
Die Outline Area                                                        151,000 um^2
Vertical die size                                                             389 um

RUN
------------------------------------------------------------------------------------
Max-cap violations                                                                 0
Count of tool warnings                                                            26

GLOBAL ROUTE
------------------------------------------------------------------------------------
Antenna violations before repair                                                  25
Global Route Usage Sum                                                         26.3%
Total grt overflow                                                                 0
Vias in the first global route                                                58,068
Largest net degree at the start of global routing                                 65
First-pass GRT wire length                                                306,000 um

HOLD PATH
------------------------------------------------------------------------------------
Worst Hold Class                                                        flip-flop to flip-flop

## cell type report
class                           count  area share (%)
Multi-Input combinational cell   7365            61.4
Sequential cell                  1112            26.7
Clock buffer                      173            4.26
Tap cell                         1930            2.89
Timing Repair Buffer              225            2.42
Inverter                          290            1.30
Clock inverter                     52            1.03
Antenna cell                        7          0.0210
## path summary, 6_finish.rpt
path / from / endpoint / slack, ns / depth (start not counted)
worst max register to register: array3_in[8]$_DFF_P_ / array4_in[44]$_DFF_P_ / 12.97 / 15
worst min-delay path: array1_in[896]$_SDFF_PP0_ / array2_in[448]$_DFF_P_ / 0.32 / 0
worst max-delay path: t[0] / array1_in[928]$_DFF_P_ / 6.72 / 29
worst min register to register: array1_in[896]$_SDFF_PP0_ / array2_in[448]$_DFF_P_ / 0.32 / 0
## cells by family (layout without fill, tap and decap cells)
kind of cell             Yosys count  after routing  share of synthesized area [%]
other                              0              7                              0
buffers and inverters            523            740                           2.63
XOR/XNOR                        1023           1023                           12.0
flip-flops                      1112           1112                           29.7
multiplexers                      12             12                          0.160
AND/OR/NAND/NOR                 2892           2892                           17.5
AND-OR/OR-AND                   2417           2417                           20.7
adder cells (fa/ha/maj)         1021           1021                           17.4
## report_power, final
group / internal [mW] / switching (mW) / total [mW]
Clock: 1.71 / 1.07 / 2.79
Sequential: 3.67 / 0.587 / 4.26
Combinational: 3.97 / 4.97 / 8.94
Total: 9.35 / 6.63 / 16.0
## stage by stage
stage / cells / util (%) / hold slack [ns] / setup WS, ns / instance area [um^2]
6_report: 11154 / 56.3 / 0.325 / 6.72 / 83500
5_1_grt: 11150 / 56.3 / 0.330 / 6.12 / 83500
4_1_cts: 11147 / 56.3 / 0.325 / 6.75 / 83500
3_5_place_dp: 10922 / 53.3 / 0.312 / 5.98 / 79000
3_3_place_gp: 10922 / 53.3 / 0.311 / 6.08 / 79000
2_1_floorplan: 9000 / - / 0.310 / 7.95 / 74900
## synthesized netlist by cell type, types with 16 or more instances
library cell / instances
sky130_fd_sc_hd__nor2_1: 1511
sky130_fd_sc_hd__dfxtp_1: 1112
sky130_fd_sc_hd__ha_1: 990
sky130_fd_sc_hd__a21oi_1: 764
sky130_fd_sc_hd__xnor2_1: 747
sky130_fd_sc_hd__a21o_1: 441
sky130_fd_sc_hd__nand2_1: 430
sky130_fd_sc_hd__o21ai_0: 430
sky130_fd_sc_hd__inv_1: 290
sky130_fd_sc_hd__xor2_1: 276
sky130_fd_sc_hd__clkbuf_1: 226
sky130_fd_sc_hd__nand3_1: 149
sky130_fd_sc_hd__nor3_1: 148
sky130_fd_sc_hd__o21a_1: 141
sky130_fd_sc_hd__nand2b_1: 121
sky130_fd_sc_hd__nor2b_1: 117
sky130_fd_sc_hd__o21bai_1: 96
sky130_fd_sc_hd__and3_1: 89
sky130_fd_sc_hd__a31oi_1: 86
sky130_fd_sc_hd__a211oi_1: 77
sky130_fd_sc_hd__nand4_1: 73
sky130_fd_sc_hd__or3_1: 60
sky130_fd_sc_hd__o31ai_1: 47
sky130_fd_sc_hd__o211ai_1: 42
sky130_fd_sc_hd__and2_1: 34
sky130_fd_sc_hd__a21boi_0: 33
sky130_fd_sc_hd__fa_1: 31
sky130_fd_sc_hd__nor4_1: 29
sky130_fd_sc_hd__or2_2: 29
sky130_fd_sc_hd__a211o_1: 25
sky130_fd_sc_hd__and4_1: 25
sky130_fd_sc_hd__o21ai_1: 18
sky130_fd_sc_hd__a2111oi_0: 17
sky130_fd_sc_hd__a221o_1: 17
sky130_fd_sc_hd__a221oi_1: 17
sky130_fd_sc_hd__a41oi_1: 17
sky130_fd_sc_hd__nand3b_1: 17
sky130_fd_sc_hd__o31a_1: 17
sky130_fd_sc_hd__a311o_1: 16
## worst register-to-register path, cell delays in order, from the launching register on
cell and delay, ns:
sky130_fd_sc_hd__dfxtp_1 0.33, sky130_fd_sc_hd__ha_1 0.17, sky130_fd_sc_hd__inv_1 0.05, sky130_fd_sc_hd__fa_1 0.40
sky130_fd_sc_hd__nor2b_1 0.12, sky130_fd_sc_hd__o21ai_0 0.09, sky130_fd_sc_hd__a21boi_0 0.36, sky130_fd_sc_hd__o21ai_0 0.20
sky130_fd_sc_hd__o211ai_1 0.24, sky130_fd_sc_hd__a31oi_1 0.20, sky130_fd_sc_hd__o21ai_0 0.42, sky130_fd_sc_hd__a41oi_1 0.28
sky130_fd_sc_hd__a2111oi_0 0.47, sky130_fd_sc_hd__a2111o_1 0.28, sky130_fd_sc_hd__nand3_1 0.12, sky130_fd_sc_hd__xnor2_1 0.41
## layer usage
layer	part of all wire [%]	global-route usage [%]	up-vias
met5	0	0	-
met1	49	40.7	28385
li1	-	-	32046
met3	7.6	5.68	235
met4	2.6	6.08	0
met2	41	38.3	1509
No activity file was given, so power comes from the tool's default toggle rates.
